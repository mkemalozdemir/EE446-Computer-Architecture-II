--- config.mk ---
export PLATFORM = sky130hd
export DESIGN_NAME = Memory
export DESIGN_NICKNAME = Memory
export VERILOG_FILES = /design/flow/design.v
export SDC_FILE = /design/flow/constraint.sdc
export NUM_CORES = 4
export LEC_CHECK = 1
export CORE_UTILIZATION = 30
--- constraint.sdc ---
current_design Memory

set clk_period 84.1
set clk_io_pct 0.2

create_clock -name clk0 -period $clk_period [get_ports {clk}]

set non_clock_inputs [all_inputs -no_clocks]
set_input_delay [expr $clk_period * $clk_io_pct] -clock clk0 $non_clock_inputs
set_output_delay [expr $clk_period * $clk_io_pct] -clock clk0 [all_outputs]
--- design.v ---
module Memory#(BYTE_SIZE=4, ADDR_WIDTH=32)(
input clk,WE,
input [ADDR_WIDTH-1:0] ADDR,
input [(BYTE_SIZE*8)-1:0] WD,
output [(BYTE_SIZE*8)-1:0] RD 
);
reg [7:0] mem [255:0];
genvar i;
generate
	for (i = 0; i < BYTE_SIZE; i = i + 1) begin: read_generate
		assign RD[8*i+:8] = mem[ADDR+i];
	end
endgenerate	
integer k;
always @(posedge clk) begin
    if(WE == 1'b1) begin	
        for (k = 0; k < BYTE_SIZE; k = k + 1) begin
            mem[ADDR+k] <= WD[8*k+:8];
        end
    end
end
endmodule
--- run.sh ---
#!/bin/bash
# OpenROAD 26Q1-2900-gdf79404cd8, Yosys 0.63+post, stock flow scripts
make -C /OpenROAD-flow-scripts/flow DESIGN_CONFIG=/design/flow/config.mk WORK_HOME=/design/flow/orfs finish
==> impl_report.txt <==
PHYSICAL IMPLEMENTATION REPORT
----------------------------------------------------
[Finish]
  Layout-stage area growth over the synthesis result ........................ 10.6%
  Most frequent cells in the layout ........................ sky130_fd_sc_hd__mux4_2, sky130_fd_sc_hd__mux2i_1, sky130_fd_sc_hd__nand2_1, sky130_fd_sc_hd__edfxtp_1, sky130_fd_sc_hd__nor2_1
  Largest registers ........................ mem (2048)
  Largest register FFs ........................ 2,048
  Register with the most flip-flops ........................ mem
  Fraction of final layout cells with drive strength greater than 1 ........................ 29.5%
  Final core utilization ........................ 33.3%
  Final design area excluding fillers ........................ 224,000 um^2
  Most frequent logic cell in the layout ........................ sky130_fd_sc_hd__mux4_2

[Clocking]
  Clock Sinks ........................ 2,048
  TritonCTS clock tree ........................ done
  Number of buffers inserted to repair setup after CTS ........................ 0
  Longest Clk Path Bufs ........................ 4
  Root buf cell ........................ sky130_fd_sc_hd__clkbuf_16
  Max H-tree Level ........................ 5
  Count of hold buffers inserted by post-cts repair ........................ 0
  Clock transition time at the flip-flop clock pins of the worst setup and hold paths ........................ 60 ps
  CTS buffer count ........................ 282
  Count of cells resized by post-cts repair ........................ 0

[Power]
  Lkg Pwr ........................ 80.8 nW
  Worst ir drop on vdd ........................ 0.0000167 V
  Power density of the placed cells ........................ 14.9 nW/um^2

[Global routing]
  Global-route wire length before repair ........................ 1650 mm
  Via count of the first global-routing pass ........................ 170,000
  Initial antenna violation count ........................ 185
  Maximum number of pins on one net before global-route repair ........................ 104
  Global routing usage summed across all routing layers ........................ 38.0%
  Grt total ovfl ........................ 0

[STA]
  Maximum achievable frequency ........................ 0.0240 GHz
  Worst-case headroom to the max-slew limit ........................ 5.47%
  Final Critical Period ........................ 41,680 ps
  Worst-margin pin slew ........................ 1420 ps
  Hold violation total from the final report ........................ 0
  Final Max Slew Viols ........................ 0
  Final setup TNS ........................ 0 ps
  Share of the clock period used by the worst path ........................ 49.6%
  Setup repair after global routing missed its margin ........................ no
  Number of failing setup endpoints in the final timing report ........................ 0

[Placement]
  Last weighted congestion value of the routability-driven placer ........................ 1.09
  Cell Area, Placed ........................ 214,000 um^2
  Port bufs ........................ 73
  HPWL reported at the end of detailed placement ........................ 880 mm

[Logic synthesis]
  Main flop type after synthesis ........................ sky130_fd_sc_hd__edfxtp_1
  Post-synth EDFFs ........................ 2,048
  Yosys Warn Count ........................ 1
  Cell area after synthesis ........................ 202,000 um^2
  Count of state elements after synthesis ........................ 2,048
  Cell types occupying the most area after synthesis ........................ sky130_fd_sc_hd__edfxtp_1, sky130_fd_sc_hd__mux4_2, sky130_fd_sc_hd__mux2i_1, sky130_fd_sc_hd__mux2_2, sky130_fd_sc_hd__nand2_1
  Synthesis area per yosys ........................ 202,000 um^2
  Mapped Cells ........................ 18,300
  Total cells reported by yosys after synthesis ........................ 18,300
  Avg Synthesized Cell Area ........................ 11.1 um^2
  Cell taking the most area after synthesis ........................ sky130_fd_sc_hd__edfxtp_1
  Seq share, synth ........................ 30.4%
  Post-synthesis cell type count ........................ 73
  Area share, top type ........................ 30.4%
  Proportion of register bits with asynchronous set or reset after synthesis ........................ 0%

[Floorplanning]
  Die outline height ........................ 823 um
  Area of the chip ........................ 678,000 um^2
  Placeable core region ........................ 672,000 um^2
  Initial standard-cell utilization of the core ........................ 30.1%
  Floorplan row count ........................ 301
  Die Wd ........................ 823 um
  IO Count ........................ 98

[Worst setup path]
  Crit path cell chain ........................ buf_16 -> buf_12 -> buf_4 -> buf_4 -> buf_4 -> buf_4 -> buf_4 -> mux4_2 -> mux4_2 -> o21ai_0 -> buf_4 -> nor3_1 -> buf_4 -> or4_1 -> clkdlybuf4s50_1
  Endpoint type of the worst setup path ........................ output port
  Worst path buffer plus inverter count ........................ 10
  Family with the most delay on the worst path ........................ buffers and inverters
  Critical Setup Path Class ........................ in2out
  Critical Path AT ........................ 24,860 ps
  Req. time, crit path ........................ 67,280 ps
  Worst-path cell with the longest stage delay ........................ sky130_fd_sc_hd__o21ai_0
  Most common cell type on the critical path ........................ sky130_fd_sc_hd__buf_4
  Crit start category ........................ input port
  Peak per-stage delay on the critical path ........................ 1070 ps
  Worst-path maximum fanout ........................ 88

[Drt]
  Antenna-violating nets left ........................ 0
  Pre-Repair DR Iteration Count ........................ 10
  Initial drt markers ........................ 20,400
  Average wire length per cell after detail routing ........................ 46.7 um
  Aggregate routed wire length ........................ 1260 mm
  DRC violation count after routing ........................ 0
  Post-detailed-route via-to-cell ratio ........................ 6.72
  Total vias in the final route ........................ 181,000

[Flow run]
  Number of warnings the tools reported ........................ 64
  Max-cap check violation count ........................ 0

[Hold path]
  Type of the most critical hold path ........................ in2reg

[Outcome]
  Status ........................ completed

----------------------------------------------------
-- synthesized netlist by cell type, types with 11 or more instances --
master                     instances
sky130_fd_sc_hd__o22ai_1          32
sky130_fd_sc_hd__and3_1           31
sky130_fd_sc_hd__nand3b_1        104
sky130_fd_sc_hd__nand3_1         435
sky130_fd_sc_hd__clkbuf_1       1460
sky130_fd_sc_hd__edfxtp_1       2048
sky130_fd_sc_hd__a22oi_1          64
sky130_fd_sc_hd__xnor2_1          11
sky130_fd_sc_hd__a32oi_1          67
sky130_fd_sc_hd__a31oi_1         102
sky130_fd_sc_hd__o221ai_1         12
sky130_fd_sc_hd__buf_2           472
sky130_fd_sc_hd__mux2_2         1019
sky130_fd_sc_hd__a21o_1         1033
sky130_fd_sc_hd__nand2_1        2168
sky130_fd_sc_hd__nor4_1           15
sky130_fd_sc_hd__nor3_1           69
sky130_fd_sc_hd__a211oi_1       1053
sky130_fd_sc_hd__a311oi_1         12
sky130_fd_sc_hd__o211ai_1         14
sky130_fd_sc_hd__mux4_2         2284
sky130_fd_sc_hd__o21ai_1          86
sky130_fd_sc_hd__mux2i_1        2213
sky130_fd_sc_hd__nor2_2           83
sky130_fd_sc_hd__buf_1            76
sky130_fd_sc_hd__and2_1           13
sky130_fd_sc_hd__nand2_2          26
sky130_fd_sc_hd__nand4_1          93
sky130_fd_sc_hd__nand2b_1         11
sky130_fd_sc_hd__buf_4           138
sky130_fd_sc_hd__a21oi_1         260
sky130_fd_sc_hd__a22o_1           13
sky130_fd_sc_hd__o21ai_0         962
sky130_fd_sc_hd__nor2_1         1450
sky130_fd_sc_hd__buf_6            37
sky130_fd_sc_hd__nor2_4          139
sky130_fd_sc_hd__a221oi_1         16
-- layer usage --
metal | GRT usage (%) | vias to the layer above | share of wire, %
met4 | 26.8 | 192 | 9.2
met5 | 8.23 | - | 0.56
li1 | - | 70800 | -
met1 | 41.7 | 91000 | 32
met2 | 48.8 | 15400 | 40
met3 | 29.7 | 3706 | 19
-- through the flow --
stage | setup WS (ps) | instances | total power, mW | hold slack (ps)
6_report | 42420 | 26900 | 3.33 | 16390
5_1_grt | 42270 | 26800 | 3.36 | 16400
4_1_cts | 42670 | 26700 | 3.28 | 16340
3_5_place_dp | 42680 | 26200 | 2.05 | 17420
3_3_place_gp | 42700 | 26200 | 2.05 | 17430
2_1_floorplan | 46250 | 18300 | 1.62 | 17320
-- report_power, final --
part           internal (mW)  switching (mW)  leakage [nW]
Combinational          0.293           0.640          58.0
Sequential              1.14          0.0149          18.4
Clock                  0.688           0.559          4.35
Total                   2.12            1.21          80.8
-- final timing paths --
kind	startpoint	end	cells after the start
max	ADDR[0]	RD[28]	15
min	WD[26]	mem[134][2]	2
-- cells by family after synthesis --
group | synth area share [%]
flops | 30.4
fa+ha+maj | 0.0556
mux | 42.0
simple gates | 10.1
buf+inv | 4.75
xor+xnor | 0.111
compound gates | 12.5
-- area by class of cell --
class	instances	area, um^2
tap	8938	11200
antenna	261	653
sequential	2048	61500
clock inverter	179	1700
clock buffer	328	7290
multi-input combinational	14000	132000
fill	66200	448000
inverter	2	7.51
timing repair buffer	1145	9270
Power figures rest on the tool's default switching activity, not on a simulated workload.
