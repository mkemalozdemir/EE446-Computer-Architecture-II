==> flow/design.v <==
module Decoder_4to16
    (
	  input [3:0] IN,
      output reg [15:0] OUT
    );
always @(*) begin
	case(IN)
		4'h0:OUT=16'h0001;
		4'h1:OUT=16'h0002;
		4'h2:OUT=16'h0004;
		4'h3:OUT=16'h0008;
		4'h4:OUT=16'h0010;
		4'h5:OUT=16'h0020;
		4'h6:OUT=16'h0040;
		4'h7:OUT=16'h0080;
		4'h8:OUT=16'h0100;
		4'h9:OUT=16'h0200;
		4'ha:OUT=16'h0400;
		4'hb:OUT=16'h0800;
		4'hc:OUT=16'h1000;
		4'hd:OUT=16'h2000;
		4'he:OUT=16'h4000;
		4'hf:OUT=16'h8000;
	endcase
end
endmodule
module Mux_16to1 #(parameter WIDTH=4)
    (
	  input [3:0] select,
	  input [WIDTH-1:0] input_0, input_1, input_2, input_3, input_4, input_5, input_6, input_7, input_8, input_9, input_10, input_11, input_12, input_13, input_14, input_15,
      output reg [WIDTH-1:0] output_value
    );
always@(*) begin
	case(select)
		4'b0000:output_value = input_0;
		4'b0001:output_value = input_1;
		4'b0010:output_value = input_2;
		4'b0011:output_value = input_3;
		4'b0100:output_value = input_4;
		4'b0101:output_value = input_5;
		4'b0110:output_value = input_6;
		4'b0111:output_value = input_7;
		4'b1000:output_value = input_8;
		4'b1001:output_value = input_9;
		4'b1010:output_value = input_10;
		4'b1011:output_value = input_11;
		4'b1100:output_value = input_12;
		4'b1101:output_value = input_13;
		4'b1110:output_value = input_14;
		4'b1111:output_value = input_15;
		default: output_value = {WIDTH{1'b0}};
	endcase
end
endmodule
module Register_file #(parameter WIDTH=32)
    (
	  input clk, write_enable, reset,
	  input [3:0] Source_select_0, Source_select_1, Debug_Source_select, Destination_select,
	  input	[WIDTH-1:0] DATA, Reg_15,
	  output [WIDTH-1:0] out_0, out_1, Debug_out
    );
wire [WIDTH-1:0] Reg_Out [14:0];
wire [15:0] Reg_enable;
genvar i;
generate
    for (i = 0 ; i < 15 ; i = i + 1) begin : registers
        Register_rsten_neg #(WIDTH) Reg (.clk(clk),.reset(reset),.we(Reg_enable[i]& write_enable),.DATA(DATA),.OUT(Reg_Out[i]));
    end
endgenerate
Decoder_4to16 dec (.IN(Destination_select),.OUT(Reg_enable));
Mux_16to1 #(WIDTH) mux_0 (.select(Source_select_0),
	.input_0 (Reg_Out[0]),
	.input_1 (Reg_Out[1]),
	.input_2 (Reg_Out[2]),
	.input_3 (Reg_Out[3]),
	.input_4 (Reg_Out[4]),
	.input_5 (Reg_Out[5]),
	.input_6 (Reg_Out[6]),
	.input_7 (Reg_Out[7]),
	.input_8 (Reg_Out[8]),
	.input_9 (Reg_Out[9]),
	.input_10(Reg_Out[10]),
	.input_11(Reg_Out[11]),
	.input_12(Reg_Out[12]),
	.input_13(Reg_Out[13]),
	.input_14(Reg_Out[14]),
	.input_15(Reg_15),
	.output_value(out_0)
    );
Mux_16to1 #(WIDTH) mux_1 (.select(Source_select_1),
	.input_0 (Reg_Out[0]),
	.input_1 (Reg_Out[1]),
	.input_2 (Reg_Out[2]),
	.input_3 (Reg_Out[3]),
	.input_4 (Reg_Out[4]),
	.input_5 (Reg_Out[5]),
	.input_6 (Reg_Out[6]),
	.input_7 (Reg_Out[7]),
	.input_8 (Reg_Out[8]),
	.input_9 (Reg_Out[9]),
	.input_10(Reg_Out[10]),
	.input_11(Reg_Out[11]),
	.input_12(Reg_Out[12]),
	.input_13(Reg_Out[13]),
	.input_14(Reg_Out[14]),
	.input_15(Reg_15),
	.output_value(out_1)
    );
Mux_16to1 #(WIDTH) mux_2 (.select(Debug_Source_select),
	.input_0 (Reg_Out[0]),
	.input_1 (Reg_Out[1]),
	.input_2 (Reg_Out[2]),
	.input_3 (Reg_Out[3]),
	.input_4 (Reg_Out[4]),
	.input_5 (Reg_Out[5]),
	.input_6 (Reg_Out[6]),
	.input_7 (Reg_Out[7]),
	.input_8 (Reg_Out[8]),
	.input_9 (Reg_Out[9]),
	.input_10(Reg_Out[10]),
	.input_11(Reg_Out[11]),
	.input_12(Reg_Out[12]),
	.input_13(Reg_Out[13]),
	.input_14(Reg_Out[14]),
	.input_15(Reg_15),
	.output_value(Debug_out)
    );	 
endmodule
module Register_rsten_neg #(
     parameter WIDTH=8)
    (
	  input  clk, reset,we,
	  input	[WIDTH-1:0] DATA,
	  output reg [WIDTH-1:0] OUT
    );
initial begin
	OUT<=0;
end	 
always@(negedge clk) begin
	if (reset == 1'b1)
		OUT<={WIDTH{1'b0}};
	else if(we==1'b1)	
		OUT<=DATA;
end
endmodule	 
==> flow/run.sh <==
#!/bin/bash
# OpenROAD 26Q1-2900-gdf79404cd8, Yosys 0.63+post, stock flow scripts
make -C /OpenROAD-flow-scripts/flow DESIGN_CONFIG=/design/flow/config.mk WORK_HOME=/design/flow/orfs finish
==> flow/config.mk <==
export PLATFORM = sky130hd
export DESIGN_NAME = Register_file
export DESIGN_NICKNAME = Register_file
export VERILOG_FILES = /design/flow/design.v
export SDC_FILE = /design/flow/constraint.sdc
export NUM_CORES = 4
export LEC_CHECK = 1
export CORE_UTILIZATION = 30
==> flow/constraint.sdc <==
current_design Register_file

set clk_period 8.4
set clk_io_pct 0.2

create_clock -name clk0 -period $clk_period [get_ports {clk}]

set non_clock_inputs [all_inputs -no_clocks]
set_input_delay [expr $clk_period * $clk_io_pct] -clock clk0 $non_clock_inputs
set_output_delay [expr $clk_period * $clk_io_pct] -clock clk0 [all_outputs]
==> results.txt <==
fresh numbers from the pnr run: FF+latch count, synth=480, critical path arrival=6.69 ns, first-pass GRT wire length=242,000 microns, EDFF count, synth=0, final count of pins violating max slew=0, async set or reset register ratio after synthesis=0%, drt first-iter violations=5,876, die extent in x=313 microns, clock slew at reported path FFs=0.05 ns, wire per inst=30.0 microns, via count=37,050, nature of the critical path startpoint=register, Crit path max-delay family=multiplexers, routed wire length=174,000 microns, Post-Place Setup Slack=0.516 ns, max reg flops=480, Tool Warnings=505, outcome=finished, final reports clean, Seq/Total Area, Yosys=33.1%, Area Overhead vs Synth=24.3%, slowest stage delay, CP=0.45 ns, Post-DRT Antenna Nets=0, largest net degree at the start of global routing=91, layout cell share with drive strength beyond 1=9.42%, routed vias/inst=6.37, count of different cell masters after synthesis=61, clk root buf=clkbuf_16, Leakage=13.5 nW, hold slack=0.451 ns, maximum VDD drop=0.000180 V, Fillers=9,765, Yosys Instances=4,074, Core Footprint=0.0954 sq mm, hpwl dp=99,000 microns, synth cell count leaders=1,116 x nand2_1, 676 x a21oi_1, 480 x dfxtp_1, 291 x clkbuf_1, 257 x a22oi_1, placed instance area=0.0323 sq mm, GPL Wtd Cong=1.04, Clock Skew=0 ns, Inst Count DP=5,225, Die Y=313 microns, Area leader share=33.1%, Top Registers=registers.Reg.OUT (480), dominant cell type by area after synthesis=dfxtp_1, endpoints failing setup=0, overall power=0.00678 W, critical path required time=6.72 ns, Top area cell types=dfxtp_1 33%, nand2_1 14%, a21oi_1 12%, Ys Warns=4, CTS buffer count=56, FP Rows=113, min-delay src=registers[4].Reg.OUT[7], IO Port Bufs=178, Slowest cell on crit path=mux4_2, hold crit path type=reg -> reg, main flop type=dfxtp_1, Crit path buffers/inverters=1, PD cells=188 mW/mm^2, Setup Crit Path Kind=reg -> out, I/O pins=179, Fin. Hold Viols=0, worst r2r src=registers[9].Reg.OUT[15], gr usage total=35.2%, Synth Instances=4,074, CP startpoint=registers[11].Reg.OUT[28], Max Cap Violations=0, grt total ovfl=0, CTS max path bufs=3, TritonRoute pass-1 iters=10, Die Size=0.0981 sq mm, Worst-Margin Slew=1.34 ns, cts hold-fix bufs=0, CTS H-tree lvls=2, number of remaining DRC errors=0, Clock Sinks=480, count leader, synth=nand2_1, Floorplan Utilization=30.5%, Chip Area, Yosys=0.0291 sq mm, Non-Filler Instances=5,813, initial antenna violation count=9, number of global-route vias before repair=34,529, CTS tree=built, Rel. slew slack=10.2%, Synth Cell Area=0.0291 sq mm, Avg Cell Area, Syn=7.13 sq um, Final Worst Setup Slack=0.0314 ns, Final Instance Area=0.0361 sq mm, Latency at later pin=0.68 ns, critical path endpoint category=output port, maximum fanout along the worst path=4, crit-path cells=mux4_2 > nand2b_1 > nand3_1 > o21ai_2 > o22a_1 > clkdlybuf4s50_1, Largest Register=registers.Reg.OUT
==> layout make-up <==
class | instances | area, sq um | share of cell area (%)
Multi-Input combinational cell | 3122 | 17900 | 49.5
Sequential cell | 480 | 9630 | 26.6
Timing Repair Buffer | 322 | 3240 | 8.98
Clock inverter | 526 | 2230 | 6.17
Tap cell | 1265 | 1580 | 4.38
Clock buffer | 57 | 1430 | 3.95
Inverter | 36 | 135 | 0.374
Antenna cell | 5 | 12.5 | 0.0346
==> routing by layer <==
metal / track usage [%] / share of wire (%) / up-vias
met3: 21.3 / 18 / 940
met1: 43.8 / 35 / 17040
met4: 20.7 / 7.8 / 17
met5: 2.37 / 0.21 / -
li1: - / - / 15543
met2: 46.0 / 38 / 3510
==> layout by cell type, fill, tap and decap left out, types with 12 or more instances in the layout <==
cell type / Yosys / layout
mux2i_1: 32 / 32
clkbuf_16: 0 / 57
o21ai_0: 54 / 52
buf_4: 9 / 119
dfxtp_1: 480 / 467
nand2b_1: 15 / 12
nor2_1: 166 / 152
nor2b_1: 77 / 62
a31oi_1: 38 / 29
a22o_1: 118 / 118
nor3_1: 14 / 12
inv_1: 37 / 529
nor2_4: 0 / 13
o22a_1: 27 / 27
mux2_2: 43 / 43
o22ai_1: 66 / 66
nand2_1: 1116 / 1106
and2_1: 11 / 12
a31o_2: 13 / 13
dfxtp_2: 0 / 12
a32oi_1: 13 / 12
a221oi_1: 118 / 115
buf_12: 0 / 32
nand3_1: 42 / 39
nor2b_4: 3 / 13
a22oi_1: 257 / 255
a21oi_1: 676 / 671
a22oi_2: 19 / 21
a211o_1: 23 / 23
clkdlybuf4s50_1: 0 / 151
o21bai_1: 22 / 22
clkinvlp_2: 0 / 17
a222oi_1: 26 / 26
o32a_1: 49 / 47
==> path summary, 6_finish.rpt <==
| path | slack (ns) | depth (start not counted) | endpoint |
|---|---|---|---|
| worst max-delay path | 0.03 | 6 | out_1[28] |
| worst min-delay path | 0.45 | 2 | registers[4].Reg.OUT[7] |
| worst max register to register | 7.64 | 2 | registers[9].Reg.OUT[15] |
| worst min register to register | 0.45 | 2 | registers[4].Reg.OUT[7] |
==> where the power goes <==
group	internal, W	switching (W)	total (W)
combinational	0.000266	0.000669	0.000936
sequential	0.00233	0.0000327	0.00236
clock	0.00177	0.00172	0.00349
total	0.00437	0.00242	0.00678
==> worst min-delay path, delay by kind of cell (launching register included) <==
family             cells  cell delay (ns)
DFF                    1             0.30
AOI/OAI and AO/OA      1             0.05
and+or+nand+nor        1             0.05
==> through the flow <==
| step | setup TNS (ns) | utilization [%] |
|---|---|---|
| 2_1_floorplan | 0 | - |
| 3_3_place_gp | 0 | 33.8 |
| 3_5_place_dp | 0 | 33.8 |
| 4_1_cts | 0 | 37.7 |
| 5_1_grt | -0.000375 | 37.8 |
| 6_report | 0 | 37.9 |
==> repair_timing <==
action | 4_1_cts | 5_1_grt
pin swaps | 9 | 30
buffers inserted | 0 | 1
setup endpoints to repair | 11 | 28
resized | 16 | 46
==> cell families (layout without fill, tap and decap cells) <==
logic type / Yosys count / count (layout) / synth area share, %
DFF: 480 / 480 / 33.1
AOI/OAI and AO/OA: 1566 / 1566 / 36.2
other: 0 / 5 / 0
buffers and inverters: 472 / 941 / 6.99
muxes: 78 / 78 / 3.00
and+or+nand+nor: 1478 / 1478 / 20.7
Power figures rest on the tool's default switching activity, not on a simulated workload.
