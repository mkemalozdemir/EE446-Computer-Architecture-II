`flow/config.mk`:
```
export PLATFORM = sky130hd
export DESIGN_NAME = Controller
export DESIGN_NICKNAME = Controller
export VERILOG_FILES = /design/flow/design.v
export SDC_FILE = /design/flow/constraint.sdc
export NUM_CORES = 4
export LEC_CHECK = 1
export CORE_AREA = 10 10 91 91
export DIE_AREA = 0 0 101 101
```
`flow/constraint.sdc`:
```
current_design Controller

set clk_period 1.6
set clk_io_pct 0.2

create_clock -name clk0 -period $clk_period [get_ports {clk}]

set non_clock_inputs [all_inputs -no_clocks]
set_input_delay [expr $clk_period * $clk_io_pct] -clock clk0 $non_clock_inputs
set_output_delay [expr $clk_period * $clk_io_pct] -clock clk0 [all_outputs]
```
`flow/design.v`:
```
module Register_reset#(
     parameter WIDTH=8)
    (
	  input  clk, reset,
	  input	[WIDTH-1:0] DATA,
	  output reg [WIDTH-1:0] OUT
    );
initial begin
	OUT<=0;
end
always@(posedge clk) begin
	if (reset == 1'b1)
		OUT<={WIDTH{1'b0}};		
	else	
		OUT<=DATA;
end
endmodule	 
module Controller
	(
		input clk, reset,
		input [31:0] Instruction,
		input CO,OVF,N,Z,
		input FlushE,
		output shift_controlE, BLD, BLW, BXE,
		output PCSrcW, BranchTakenE, ALUSrcE, MemtoRegW, CarryIN,
		output [1:0] RegSrcD, ImmSrcD,
		output RegWriteW, RegWriteM, MemWriteM,
		output [3:0]ALUControlE,
		output [4:0] shamtE,
		output [4:0] rotE,
		output PCSrcD,PCSrcE,PCSrcM,
		output MemtoRegE
	);
	wire [1:0] Op;
	wire [5:0] Funct;
	wire [3:0] Cond, Rd;
	wire BranchD, RegWriteD, MemWriteD, MemtoRegD, ALUSrcD, FlagWriteD, BXD;
	wire [3:0] ALUControlD;
	wire [4:0] shamtD, rotD;
	wire shift_controlD, ALUOp;
	wire BranchE, RegWriteE, MemWriteE, FlagWriteE, CondEx, BLE;
	wire PCSrcEE, RegWriteEE, MemWriteEE;
	wire [3:0] FlagsE, CondE, Flags;
	wire MemtoRegM, BLM;
	assign BXD = (Instruction[27:4] == 24'b000100101111111111110001) & (Instruction[0] == 0);  
	assign BLD = (Op == 2'b10) & (Funct[4]);	 
	assign shamtD = Instruction[11:7];
	assign rotD = (({1'b0,Instruction[11:8]} << 1));
	assign shift_controlD = ((Op == 2'b00) & (Funct[5] == 1));
	assign Op = Instruction[27:26];
	assign Funct = Instruction[25:20];
	assign Cond = Instruction[31:28];
	assign Rd = Instruction[15:12];
	assign RegSrcD[1] = (Op == 2'b01);
	assign RegSrcD[0] = (Op == 2'b10); 
	assign ImmSrcD = Op;
	assign ALUOp = (Op == 2'b00);
	assign PCSrcD = ((Rd == 15) & RegWriteD & (~BXD));	 
	assign BranchD = (Op == 2'b10) | BXD;	 
	assign RegWriteD = (Op == 2'b00) | ((Op == 2'b01) & (Funct[0])) | ((Op == 2'b10) & (Funct[4]));
	assign MemWriteD = (Op == 2'b01) & (Funct[0] == 0);
	assign MemtoRegD = (Op == 2'b01) & (Funct[0]);
	assign ALUControlD = ALUOp ? Funct[4:1] : 4'b0100;
	assign ALUSrcD = ((Op == 2'b00) & Funct[5]) | (Op == 2'b01) | (Op == 2'b10);
	assign FlagWriteD = (Op == 2'b00) & Funct[0];
	Register_reset#(.WIDTH(1)) EPR_BXE
	(
		.clk(clk), 
		.reset(reset | FlushE),
		.DATA(BXD),
		.OUT(BXE)
	);	
	Register_reset#(.WIDTH(1)) EPR_BLE
	(
		.clk(clk), 
		.reset(reset | FlushE),
		.DATA(BLD),
		.OUT(BLE)
	);	
	Register_reset#(.WIDTH(5)) EPR_shamtE
	(
		.clk(clk), 
		.reset(reset | FlushE),
		.DATA(shamtD),
		.OUT(shamtE)
	);
	Register_reset#(.WIDTH(5)) EPR_rotE
	(
		.clk(clk), 
		.reset(reset | FlushE),
		.DATA(rotD),
		.OUT(rotE)
	);
	Register_reset#(.WIDTH(1)) EPR_shift_controlE
	(
		.clk(clk), 
		.reset(reset | FlushE),
		.DATA(shift_controlD),
		.OUT(shift_controlE)
	);	
	Register_reset#(.WIDTH(1)) EPR_PCSrcE
	(
		.clk(clk), 
		.reset(reset | FlushE),
		.DATA(PCSrcD),
		.OUT(PCSrcE)
	);
	Register_reset#(.WIDTH(1)) EPR_BranchE
	(
		.clk(clk), 
		.reset(reset | FlushE),
		.DATA(BranchD),
		.OUT(BranchE)
	);
	Register_reset#(.WIDTH(1)) EPR_RegWriteE
	(
		.clk(clk), 
		.reset(reset | FlushE),
		.DATA(RegWriteD),
		.OUT(RegWriteE)
	);
	Register_reset#(.WIDTH(1)) EPR_MemWriteE
	(
		.clk(clk), 
		.reset(reset | FlushE),
		.DATA(MemWriteD),
		.OUT(MemWriteE)
	);
	Register_reset#(.WIDTH(1)) EPR_MemtoRegE
	(
		.clk(clk), 
		.reset(reset | FlushE),
		.DATA(MemtoRegD),
		.OUT(MemtoRegE)
	);
	Register_reset#(.WIDTH(4)) EPR_ALUControlE
	(
		.clk(clk), 
		.reset(reset | FlushE),
		.DATA(ALUControlD),
		.OUT(ALUControlE)
	);
	Register_reset#(.WIDTH(1)) EPR_ALUSrcE
	(
		.clk(clk), 
		.reset(reset | FlushE),
		.DATA(ALUSrcD),
		.OUT(ALUSrcE)
	);
	Register_reset#(.WIDTH(4)) EPR_FlagsE
	(
		.clk(clk), 
		.reset(reset | FlushE),
		.DATA(Flags),
		.OUT(FlagsE)
	);
	Register_reset#(.WIDTH(1)) EPR_FlagsWriteE
	(
		.clk(clk), 
		.reset(reset | FlushE),
		.DATA(FlagWriteD),
		.OUT(FlagWriteE)
	);
	Register_reset#(.WIDTH(4)) EPR_CondE
	(
		.clk(clk), 
		.reset(reset | FlushE),
		.DATA(Cond),
		.OUT(CondE)
	);
	assign Flags = FlagWriteE ? {N,Z,CO,OVF} : FlagsE;
	assign CondEx = ((CondE == 0) & (FlagsE[2] == 1)) | ((CondE == 1) & (FlagsE[2] == 0)) | (CondE == 14);
	assign CarryIN = Flags[1];
	assign PCSrcEE = PCSrcE & CondEx;
	assign BranchTakenE = BranchE & CondEx;
	assign RegWriteEE = RegWriteE & CondEx;
	assign MemWriteEE = MemWriteE & CondEx;
	Register_reset#(.WIDTH(1)) EPR_BLM
	(
		.clk(clk), 
		.reset(reset),
		.DATA(BLE),
		.OUT(BLM)
	);	
	Register_reset#(.WIDTH(1)) EPR_PCSrcM
	(
		.clk(clk), 
		.reset(reset),
		.DATA(PCSrcEE),
		.OUT(PCSrcM)
	);
	Register_reset#(.WIDTH(1)) EPR_RegWriteM
	(
		.clk(clk), 
		.reset(reset),
		.DATA(RegWriteEE),
		.OUT(RegWriteM)
	);	
	Register_reset#(.WIDTH(1)) EPR_MemWriteM
	(
		.clk(clk), 
		.reset(reset),
		.DATA(MemWriteEE),
		.OUT(MemWriteM)
	);
	Register_reset#(.WIDTH(1)) EPR_MemtoRegM
	(
		.clk(clk), 
		.reset(reset),
		.DATA(MemtoRegE),
		.OUT(MemtoRegM)
	);
	Register_reset#(.WIDTH(1)) EPR_BLW
	(
		.clk(clk), 
		.reset(reset),
		.DATA(BLM),
		.OUT(BLW)
	);	
	Register_reset#(.WIDTH(1)) EPR_PCSrcW
	(
		.clk(clk), 
		.reset(reset),
		.DATA(PCSrcM),
		.OUT(PCSrcW)
	);
	Register_reset#(.WIDTH(1)) EPR_RegWriteW
	(
		.clk(clk), 
		.reset(reset),
		.DATA(RegWriteM),
		.OUT(RegWriteW)
	);
	Register_reset#(.WIDTH(1)) EPR_MemtoRegW
	(
		.clk(clk), 
		.reset(reset),
		.DATA(MemtoRegM),
		.OUT(MemtoRegW)
	);
endmodule	
```
`flow/run.sh`:
```
#!/bin/bash
# OpenROAD 26Q1-2900-gdf79404cd8, Yosys 0.63+post, stock flow scripts
make -C /OpenROAD-flow-scripts/flow DESIGN_CONFIG=/design/flow/config.mk WORK_HOME=/design/flow/orfs finish
```
==> job_summary.md <==
## Synthesis and layout report

| Metric | Value |
|---|---|
| Status | `finished clean` |
| Crit-path leading delay family | `buffers and inverters` |
| Clock-pin slew on the worst setup and hold paths | `about 0.070 ns` |
| Post-synth top area share | `a little under three fifths` |
| Log Warnings | `31` |
| Post-DR wirelength/cell | `about 13 um` |
| Fin Hold WS | `0.265 ns` |
| Largest net degree at the start of global routing | `13` |
| Worst setup path class | `in -> out` |
| Starting Density | `18.9%` |
| IO Port Bufs | `66` |
| CTS buffer count | `5` |
| Pwr Density | `826 nW/um^2` |
| Antenna Nets Post-Route | `0` |
| Diodes inserted | `0` |
| Synth warnings | `3` |
| Avg Vias per Cell | `around 3.7` |
| Average size of a mapped cell | `10.9 sq um` |
| Worst Path Required | `1.28 ns` |
| Register area | `a little under 700 sq um` |
| Sequential element share of the synthesized area | `between 50% and 60%` |
| CP Capture Type | `output pin` |
| H-tree depth | `2` |
| Share of layout cells above drive strength 1 | `28.0%` |
| Final slew viol count | `0` |
| Core Box Area | `6350 sq um` |
| Number of cells in Yosys stat | `about 110` |
| WP data arrival | `1.23 ns` |
| MI comb area | `about 500 sq um` |
| Worst skew pair latency | `0.28 ns` |
| Number of global-route vias before repair | `1,078` |
| Mapped cell area | `approximately 1200 sq um` |
| Fin crit period | `1.55 ns` |
| Largest stage delay, worst path | `between 0.4 and 0.5 ns` |
| DR pass1 iterations | `2` |
| VDD IR max | `0.507 mV` |
| Largest cells by area | `dfxtp_1, and2_1, buf_4` |
| Most common cell in the netlist | `dfxtp_1` |
| Routability cong. | `around 0.8` |
| Post-synth top cells | `dfxtp_1, and2_1, nor2b_1` |
| Die x size | `101 um` |
| Flip-flops with a built-in enable | `0` |
| Area Growth Syn to Fin | `86.5%` |
| DIE AREA | `10,200 sq um` |
| F_max | `645 MHz` |
| Leak Pwr | `0.00105 uW` |
| # rows | `29` |
| CTS Sinks | `34` |
| Vert. Die Dim | `roughly 100 um` |
| Critical Path Slowest Stage Cell | `clkdlybuf4s50_1` |
| Endpoints failing setup | `0` |
| Root Driver | `clkbuf_8` |
| Critical path fanouts, max | `7` |
| Synth cell types | `29` |
| Worst path cell trace | `buf_4 -> inv_1 -> buf_4 -> nor2_1 -> clkdlybuf4s50_1` |
| Cell type with the largest total area | `dfxtp_1` |
| Crit path launch type | `input port` |
| Hold path cells | `2` |
| Async S/R FF share, synth | `0%` |
| Commonest flop | `dfxtp_1` |
| Drt drc | `0` |
| # IOs | `approximately 73` |
| Clock skew | `0.00398 ns` |
| CTS tree | `done` |
| Hold Path Class | `in -> reg` |
| Final Util | `roughly a third` |
| Levels on crit path | `5` |
| Antenna violations before repair | `0` |
| Longest Clk Path Bufs | `2` |
| Tcrit/Tclk final | `96.9%` |
| # Max-Cap Violations | `0` |
| Total number of vias | `1,004` |
| Yosys synthesis chip area | `1200 sq um` |
| Most frequent CP cell | `buf_4` |
| Synth flops | `34` |
| Reg2Reg Depth | `5` |
| # fillers | `611` |
| Total track usage | `6.73%` |
| Final Hold Viols | `0` |
| Gate Count Post-Synth | `110` |
| First-pass GRT wire length | `5380 um` |
| Routed WL | `3540 um` |
| WP buf/inv | `4` |
| Initial drt markers | `15` |
| Global route overflow | `0` |
| Half-perimeter wire length after detailed placement | `approximately 2900 um` |
[through the flow]
step                      TNS, ns  worst slack (ns)  instance area (sq um)  power, uW  std cells
after floorplan                 0             0.388                   1200        947        110
after global placement      -3.12            -0.635                   1980       1090        256
after detailed placement    -3.20            -0.670                   1980       1100        256
after CTS                  -0.205            -0.205                   2140       1880        267
after global routing      -0.0116           -0.0116                   2240       1940        270
final                           0            0.0495                   2240       1850        270
[cell usage in the layout (no fill, tap or decap), drive strengths merged, types with 2 or more instances in the layout]
cell type       n
dfxtp          34
nor2b           8
nand4           2
clkdlybuf4s50  39
and2           18
nor4            3
dlymetal6s2s   19
nor2            7
nor3            7
and4bb          2
a21oi           2
dlygate4sd2     2
and4b           2
nand3           2
buf            23
clkbuf          7
inv             2
clkinvlp        2
[repair_timing]
action                     CTS  global route
pin swaps                    4            11
setup buffers                3             3
hold buffers                 0             0
setup endpoints to repair    8             3
cloned                       0             0
gates resized               32            33
[power breakdown]
part,total [uW],switching (uW),internal [uW]
clock network,773,311,463
logic,208,67.5,140
registers,871,7.53,864
total,1850,386,1470
[layer usage]
layer	global-route usage [%]	share of wire, %	wire length, um
met3	3.74	11	402
met2	10.5	46	1630
met4	0.857	1.4	49
met1	8.18	41	1450
met5	0	0	0
[worst paths after layout]
| kind | start | to | slack [ns] |
|---|---|---|---|
| hold / removal | Instruction[7] | EPR_shamtE.OUT[0]$_SDFF_PP0_ | 0.26 |
| setup / recovery | Instruction[26] | RegSrcD[1] | 0.05 |
| hold reg to reg | EPR_RegWriteE.OUT$_SDFF_PP0_ | EPR_RegWriteM.OUT$_SDFF_PP0_ | 0.43 |
| setup reg to reg | EPR_CondE.OUT[0]$_SDFF_PP0_ | EPR_MemWriteM.OUT$_SDFF_PP0_ | 0.52 |
[sequential cells by signal, summed over array words and instances, names as in the netlist, 2 cells and up]
name / flops
EPR_ALUControlE.OUT: 4
EPR_FlagsE.OUT: 2
EPR_CondE.OUT: 4
EPR_shamtE.OUT: 5
[final cells by class]
cell class	instances	area share, %
Tap cell	77	4.30
Clock inverter	3	2.01
Multi-Input combinational cell	63	22.2
Timing Repair Buffer	86	37.4
Sequential cell	34	30.6
Inverter	2	0.335
Clock buffer	5	3.07
[logic make-up after synthesis]
logic type / Yosys count / synth area share [%]
simple gates: 54 / 30.2
flops: 34 / 56.6
buf+inv: 13 / 7.60
compound gates: 5 / 2.81
mux: 2 / 1.77
xor+xnor: 1 / 0.729
other cells: 1 / 0.312
Power and IR drop assume default switching activity.
